`design.v`:
```
module Interpolator(fraction, wave1, wave2, out, clk);		 
	input [8:0]fraction;
	input [7:0]wave1;
	input [7:0]wave2;
	input clk;
	output reg [11:0]out;
	reg [11:0] out_next;
	reg [7:0]sub;
	reg [11:0]frac;
	initial begin
		out = 12'd0;
		out_next = 12'd0;
	end
	always@(*) begin
		if(wave1>wave2) begin
			sub <= wave1-wave2;
			frac <= (sub*fraction)>>5;
			out_next[11:4] <= wave1;
			out <= out_next-frac-1;
		end
		else begin
			sub <= wave2-wave1;
			frac <= (sub*fraction)>>5;
			out_next[11:4] <= wave1;
			out <= out_next+frac;
		end
	end
endmodule
```
`run.sh`:
```
#!/bin/bash
# OpenROAD 26Q1-2900-gdf79404cd8, Yosys 0.63+post, stock flow scripts
make -C /OpenROAD-flow-scripts/flow DESIGN_CONFIG=/design/flow/config.mk WORK_HOME=/design/flow/orfs finish
```
`config.mk`:
```
export PLATFORM = sky130hd
export DESIGN_NAME = Interpolator
export DESIGN_NICKNAME = Interpolator
export VERILOG_FILES = /design/flow/design.v
export SDC_FILE = /design/flow/constraint.sdc
export NUM_CORES = 4
export LEC_CHECK = 1
export CORE_UTILIZATION = 50
```
`constraint.sdc`:
```
current_design Interpolator

set clk_period 12.9
set clk_io_pct 0.2

create_clock -name clk0 -period $clk_period

set non_clock_inputs [all_inputs -no_clocks]
set_input_delay [expr $clk_period * $clk_io_pct] -clock clk0 $non_clock_inputs
set_output_delay [expr $clk_period * $clk_io_pct] -clock clk0 [all_outputs]
```
==> impl_metrics.yaml <==
# implementation run metrics
worst_setup_path:
  crit_slowest_cell: "fa_1"
  crit_type: "primary input to primary output"
  required_ns: 10.32
  crit_path_start_kind: "primary input"
  end_kind: "primary output"
  worstPathArrival_ns: 10.04
  cpPeakStageDelay_ns: 0.58
  critPathMaxFanout: 6
logic_synthesis:
  synthCells: 375
  ys_sh_adder_pct: 40.9
  syn_area_um2: 3040
  postSynthSeqShare_pct: 0
  synth_top_area_share_pct: 24.4
  avgSynthCellArea_um2: 8.10
  top_cell: "inv_1"
  ys_area_um2: 3040
  synthDistinctLibCells: 54
  synth-xor-area-share_pct: 10.2
  synth_stat.cells: 375
  common_cells: "inv_1, and2_1, ha_1, fa_1, xnor2_1"
  area_leaders: "fa_1, ha_1, inv_1"
  ys_top_logic_family: "adder cells"
  synth-simple-area-share_pct: 19.7
  yosys.area.top_type: "fa_1"
  yosysWarningCount: 1
  ys_sh_mux_pct: 1.36
  aoi_share_pct: 17.5
outcome:
  status: "completed"
routing:
  ant_nets: 0
  dr.pass1.iters: 4
  num_antenna_cells: 0
  via_per_inst: 5.10
  wl_per_cell_um: 12.9
  via_count: 2777
  wl_um: 7010
  drcViolationCount: 0
  drt_iter0_drc: 50
floorplanning:
  floorplan.core_util_pct: 51.6
  dieHeight_um: 79.9
  die_w_um: 79.9
  rows: 28
  die_area_um2: 6390
  io_pins: 38
  core_um2: 5890
global_route:
  grt_pass1_vias: 2708
  met1_usage_pct: 36.8
  grt.overflow.total: 0
  grt.busiest_layer: "met2"
  grt_first_pass_wirelength_um: 12200
  grt_antenna_before_repair: 0
  globalRouteMet2Util_pct: 44.4
  grt_max_degree: 12
  grt_util_met3_pct: 0.232
  grt_use_total_pct: 25.1
final_layout:
  drive_gt1_share_pct: 23.6
  clock_buffers: 0
  final_cells: 545
  final_area_um2: 4220
  comb_area_um2: 2960
  register_area_um2: 0
  synthToLayoutAreaGrowth_pct: 38.8
  flop-count: 0
  fill_cells: 463
timing:
  worst_slack_ns: 0.276
  tightest_slew_ns: 0.476
  hold_viol: 0
  relSlewSlack_pct: 67.9
  setup_violations: 0
  setup_tns_ns: 0
  fmaxAchievable_ghz: 0.0792
  post-route-min-period_ns: 12.62
  post-route-period-util_pct: 97.9
  slew_viol_final: 0
placed_design:
  place_inst: 541
  placed_cell_area_um2: 3940
  io_buffers: 37
  hpwl_um: 6020
  pre_cts_ws_ns: -0.161
  gp_congestion: 0.847
run:
  warnings: 45
  cap_violations: 0
clock_tree:
  ctsHoldBuffers: 0
min_path:
  hold_class: "primary input to primary output"
[worst paths after layout]
| path | start | end | slack [ns] | cells after the start |
|---|---|---|---|---|
| worst min-delay path | wave1[7] | out[11] | 5.84 | 3 |
| worst max-delay path | wave1[0] | out[10] | 0.28 | 31 |
[layout by cell type (no fill, tap or decap), drive strengths merged, types with 3 or more instances in the layout]
| cell | n |
|---|---|
| nor2b | 7 |
| clkdlybuf4s50 | 35 |
| xor2 | 4 |
| xnor2 | 26 |
| or3 | 4 |
| a21boi | 3 |
| o21ai | 15 |
| inv | 74 |
| nand3b | 3 |
| and2 | 40 |
| a211oi | 5 |
| and4 | 4 |
| buf | 65 |
| mux2i | 3 |
| a21o | 8 |
| nor3 | 3 |
| nor2 | 12 |
| fa | 37 |
| ha | 40 |
| nand2 | 22 |
| a21oi | 20 |
[area by class of cell]
type	instances	area share, %
Inverter	74	6.59
Timing Repair Buffer	102	21.0
Tap cell	75	2.23
Multi-Input combinational cell	294	70.1
[per-layer routing]
| layer | vias up | wire, µm |
|---|---|---|
| li1 | 1420 | - |
| met2 | 33 | 3480 |
| met1 | 1320 | 3370 |
| met5 | - | 0 |
| met3 | 4 | 118 |
| met4 | 0 | 46 |
[timing repair]
action / CTS / global route
hold endpoints to repair: 0 / 0
endpoints found under the setup margin: 5 / 6
pin swaps: 6 / 23
gates resized: 17 / 40
setup buffers: 1 / 3
[through the flow]
step / utilization (%) / hold WS (ns)
6_report: 71.6 / 5.84
5_1_grt: 71.6 / 5.88
4_1_cts: 68.3 / 6.13
3_5_place_dp: 66.9 / 6.13
3_3_place_gp: 66.9 / 6.15
2_1_floorplan: - / 5.19
[critical path, delay by kind of cell]
family / cells / cell delay (ns)
and+or+nand+nor: 4 / 0.58
muxes: 1 / 0.27
buffers and inverters: 8 / 1.45
AOI/OAI and AO/OA: 7 / 1.55
adders and majority gates: 8 / 3.21
xor gates and xnor gates: 3 / 0.39
[cells by family after synthesis]
group,Yosys count
AND-OR/OR-AND,74
XOR/XNOR,32
adder cells (fa/ha/maj),77
AND/OR/NAND/NOR,107
multiplexers,4
buffers and inverters,81
